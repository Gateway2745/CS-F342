==> flow/run.sh <==
#!/bin/bash
# OpenROAD 26Q1-2900-gdf79404cd8, Yosys 0.63+post, stock flow scripts
make -C /OpenROAD-flow-scripts/flow DESIGN_CONFIG=/design/flow/config.mk WORK_HOME=/design/flow/orfs finish
==> flow/config.mk <==
export PLATFORM = sky130hd
export DESIGN_NAME = bit4_8to1mux
export DESIGN_NICKNAME = bit4_8to1mux
export VERILOG_FILES = /design/flow/design.v
export SDC_FILE = /design/flow/constraint.sdc
export NUM_CORES = 4
export LEC_CHECK = 1
export CORE_AREA = 10 10 70 70
export DIE_AREA = 0 0 80 80
==> flow/constraint.sdc <==
current_design bit4_8to1mux

set clk_period 1.0
set clk_io_pct 0.2

create_clock -name clk0 -period $clk_period

set non_clock_inputs [all_inputs -no_clocks]
set_input_delay [expr $clk_period * $clk_io_pct] -clock clk0 $non_clock_inputs
set_output_delay [expr $clk_period * $clk_io_pct] -clock clk0 [all_outputs]
==> flow/design.v <==
module mux2to1(out,sel,in1,in2);
input in1,in2,sel;
output out;
wire not_sel,a1,a2;
not (not_sel,sel);
and (a1,sel,in2); 
and (a2,not_sel,in1);
or(out,a1,a2);
endmodule
module bit8_2to1mux(out,sel,in1,in2);
input [7:0] in1,in2;
output [7:0] out;
input sel;
genvar j;
generate for (j=0; j<8;j=j+1) begin: mux_loop
mux2to1 m1(out[j],sel,in1[j],in2[j]);
end
endgenerate
endmodule
module bit4_8to1mux(output [31:0] out, input sel, input [31:0] A, input[31:0] B);
wire [7:0] tmp;
genvar i;
generate for (i=1; i<=4;i=i+1) begin: mux_loop
bit8_2to1mux m1(out[8*i-1:8*(i-1)],sel,A[8*i-1:8*(i-1)],B[8*i-1:8*(i-1)]);
end
endgenerate
endmodule
module bit32AND (out,in1,in2);
input [31:0] in1,in2;
output [31:0] out;
assign {out}=in1 &in2;
endmodule
module bit32OR (out,in1,in2);
input [31:0] in1,in2;
output [31:0] out;
assign {out}=in1 | in2;
endmodule
module Adder_dataflow (Cout, Sum,In1,In2,Cin);
input [31:0] In1;
input [31:0] In2;
input Cin;
output Cout;
output [31:0] Sum;
assign {Cout,Sum}=In1+In2+Cin;
endmodule
module ControlUnit(RegDst, ALUSrc, MemtoReg, RegWrite, MemRead, MemWrite,Branch,ALUOp1,ALUOp2,Op);
input [5:0] Op;
output RegDst,ALUSrc,MemtoReg, RegWrite, MemRead, MemWrite,Branch,ALUOp1,ALUOp2;
wire Rformat, lw,sw,beq;
assign Rformat= (~Op[0])& (~Op[1])& (~Op[2])& (~Op[3])&(~Op[4])& (~Op[5]);
assign lw = (Op[0])& (Op[1])& (~Op[2])& (~Op[3])&(~Op[4])& (Op[5]);
assign sw = (Op[0])& (Op[1])& (~Op[2])& (Op[3])&(~Op[4])& (Op[5]);
assign beq = (~Op[0])& (~Op[1])& (Op[2])& (~Op[3])&(~Op[4])& (~Op[5]);
assign RegDst = Rformat;
assign ALUSrc = lw | sw;
assign MemtoReg = lw;
assign RegWrite = Rformat | lw;
assign MemRead = lw;
assign MemWrite = lw;
assign Branch = beq;
assign ALUOp1 = Rformat;
assign ALUOp2 = beq;
endmodule
module ALUcontrol(output [2:0] out, input [1:0] op, input [5:0] funct);
assign out[0] = (funct[0] | funct[3]) & op[1];
assign out[1] = (~funct[2] | ~op[1]);
assign out[2] = (funct[1] & op[1]) | op[0];
endmodule
module ALU(output cout, output [31:0] result, input [31:0] A, input [31:0] B, input [2:0] op);
wire [31:0] out[0:3];
wire [1:0] cf;
bit32AND band(out[0],A,B);
bit32OR bor(out[1],A,B);
Adder_dataflow sum(cf[0],out[2],A,B,1'b0);
Adder_dataflow diff(cf[1],out[3],A,~B,1'b1);
assign result = op==3'b000 ? out[0]:
                op==3'b001 ? out[1]:
                op==3'b010 ? out[2]:
                op==3'b110 ? out[3]:
                0;
assign cout = op == 3'b010 ? cf[0]:
              op == 3'b110 ? cf[1]:
              0;
endmodule
==> reports/metrics.cfg <==
[global_route]
track_usage_pct=7.85
grt.met1_usage_pct=9.36
gr-usage-met2_pct=14.1
grt_pass1_vias=720
grt_max_degree=10
grt_overflow=0
use_met3_pct=2.50
busiest_layer=met2
grt_pass1_wl_um=4070
antenna_found_initial=0

[synth]
ys_types=5
synth-area-yosys_sq_um=785
most_common_cell=buf_4
topCellsByArea=mux2_4, buf_4, buf_12
synth_top_area_share_pct=57.4
synth_area_sq_um=785
yosysWarnings=0
ys_cells=68
yosys.stat.seqShare_pct=0
avgSynthCellArea_sq_um=11.5
syn_inst=68
common_cells=buf_4, mux2_4, buf_12
netlist.top_cell.by_area=mux2_4

[finish]
drive_above_1_share_pct=52.2
flop_area_sq_um=0
area_delta_synth_final_pct=95.2
nClkBuffers=0
ff_count=0
comb_area_sq_um=480
n_fill_cell=357
post-route-util_pct=44.8

[hold_path]
hold_path_class=input pin to output port
hold_end=out[8]
hold_depth=3
worstHoldStart=B[8]

[drt]
drc_errors=0
ant_nets=0
post_drt_wl_per_cell_um=15.6
drt_pass1_iterations=1
drt-initial-drc-count=0
avgViaCountPerCell=3.66
antennaDiodeCount=0
vias=658
routed_wl_um=2810

[power_and_ir_drop]
vdd_drop_max_mv=0.191
cellPowerDensity_mw_per_mm2=392
leakage_uw=0.000841

[floorplan]
fp_util_pct=23.0
num_rows=21
ioPinCount=97
core_area_sq_mm=0.00342
dieArea_sq_mm=0.00640
fp.dieW_um=80
die_y_um=80

[timing]
setup-violations-final=32
fmax_mhz=844
hold_viol=0
setup-tns-final_ns=-2.49
slew_headroom_pct=94.8
rsz0062_at_grt=true
tightest_slew_ns=0.0777
setup_ws_ns=-0.185
min_period_ns=1.18
maxSlewViolCount=0
finalClockPeriodUsage_pct=118

[clock_network]
cts_hold_buffers=0

[setup_path]
crit_path_frequent_cell=buf_12
crit_slowest_cell=mux2_4
crit_type=input pin to output port
slowest_delay_ns=0.28
required_ns=0.80
path_cells=buf_12, buf_12, buf_12, mux2_4, buf_2
end_kind=output port
start_kind=input pin
path_max_fanout=8
cp.arrival_ns=0.98

[place]
portBuffers=97
globalplace.congestion=0.780
dpl.hpwl_um=2500

[run_status]
outcome=complete, but fails checks
violations=setup timing

[flow_run]
cap_viol_max_count=0
openroad.warnings=35

[power by group]
group	total (uW)	switching, uW	internal [uW]
Combinational	600	133	467
Sequential	0	0	0
Clock	0	0	0
[routing by layer]
metal  wire length [um]  vias to the layer above
met5                  0                        -
met4                  0                        0
met3                261                        0
met2               1490                       41
met1               1060                      282
li1                   -                      335
[layout make-up]
class / instances / share of cell area (%)
tap: 46 / 3.76
multi-input combinational: 32 / 31.4
timing repair buffer: 102 / 64.9
[through the flow]
step / setup slack [ns] / power, uW / hold WS [ns] / cells / cell area (sq um)
3_3_place_gp: -0.502 / 656 / 1.33 / 177 / 1540
3_5_place_dp: -0.508 / 660 / 1.33 / 177 / 1540
4_1_cts: -0.194 / 595 / 0.798 / 180 / 1500
6_report: -0.185 / 600 / 0.706 / 180 / 1530
2_1_floorplan: -0.0482 / 413 / 0.591 / 68 / 906
5_1_grt: -0.200 / 642 / 0.722 / 180 / 1530
[cell families after synthesis]
group	Yosys count	synth area share, %
buffers and inverters	36	39.7
muxes	32	60.3
[placed cells by master, fill, tap and decap left out, drive strengths merged]
cell type       n
dlygate4sd2    58
buf            38
mux2           32
clkdlybuf4s50   4
dlymetal6s2s    2
[how the worst max path moves through the flow]
stage / start / endpoint / slack [ns]
4_1_cts: sel / out[1] / -0.19
5_1_grt: sel / out[11] / -0.20
6_report: sel / out[11] / -0.18
[critical path: cells and delay by family]
family,cells,cell delay [ns]
buffers and inverters,4,0.50
muxes,1,0.28
[what timing repair did]
item | 4_1_cts | 5_1_grt
setup endpoints to repair | 32 | 32
resized | 180 | 7
gates cloned | 2 | 0
buffers inserted | 1 | 0
Power figures rest on the tool's default switching activity, not on a simulated workload.
